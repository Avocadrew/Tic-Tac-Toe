--- ./design.v ---
module clkmod_s(clk,fout,rst);
input clk,rst;
output reg fout;
reg [2:0]out;
always@(posedge clk or posedge rst)
begin
if(rst==1)
begin
fout=0;
out=4'b111;
end
else if(rst==0)
begin
if(out==4'b001)
begin
fout=~fout;
out=4'b111;
end
else
out=out-1;
end
end
endmodule
--- ./constraint.sdc ---
current_design clkmod_s

set clk_period 1.7
set clk_io_pct 0.2

create_clock -name clk0 -period $clk_period [get_ports {clk}]

set non_clock_inputs [all_inputs -no_clocks]
set_input_delay [expr $clk_period * $clk_io_pct] -clock clk0 $non_clock_inputs
set_output_delay [expr $clk_period * $clk_io_pct] -clock clk0 [all_outputs]
--- ./config.mk ---
export PLATFORM = sky130hd
export DESIGN_NAME = clkmod_s
export DESIGN_NICKNAME = clkmod_s
export VERILOG_FILES = /design/flow/design.v
export SDC_FILE = /design/flow/constraint.sdc
export NUM_CORES = 4
export LEC_CHECK = 1
export CORE_AREA = 10 10 70 70
export DIE_AREA = 0 0 80 80
--- ./run.sh ---
#!/bin/bash
# OpenROAD 26Q1-2900-gdf79404cd8, Yosys 0.63+post, stock flow scripts
make -C /OpenROAD-flow-scripts/flow DESIGN_CONFIG=/design/flow/config.mk WORK_HOME=/design/flow/orfs finish
==> job_summary.md <==
### Yosys + OpenROAD results

| Metric | Value |
|---|---|
| Status | `finished clean` |
| RSZ-0062 raised after global routing | `false` |
| Critical path's largest stage delay | `0.47 ns` |
| Mean area per synthesized cell | `11.01 um2` |
| Share of layout cells above drive strength 1 | `0.2692` |
| Vias in the first global route | `about 150` |
| PwrDens | `1366 nW/um2` |
| Hold path depth | `1` |
| Worst path cell trace | `clkdlybuf4s50_1` |
| Synth warnings | `1` |
| Tool warnings | `26` |
| Setup Buffers After CTS | `0` |
| Gp weighted congestion | `0.7424` |
| Synthesized registers | `4` |
| Gr ovfl total | `0` |
| R2r startpoint | `out[0]$_DFFE_PP1N_` |
| CTS tree | `done` |
| First-pass GRT wire length | `between 600 and 700 um` |
| Setup-failing EPs final | `0` |
| Post-cts hold-fix buffer tally | `0` |
| Chip area | `between 6000 and 7000 um2` |
| Initial antenna violation count | `0` |
| # port buffers | `2` |
| FP Core Util | `0.06447` |
| Sequential-to-total area share from yosys stat | `0.4716` |
| Hold Path End | `fout$_DFFE_PP0P_` |
| Largest net degree at the start of global routing | `8` |
| CTS root buf | `clkbuf_4` |
| First-pass DRT Iterations | `2` |
| Antenna diodes | `0` |
| Worst-Margin Slew | `roughly 0.24 ns` |
| CTS sink cnt | `4` |
| Dpl cells | `roughly 68` |
| # resized after CTS | `0` |
| Post-DP HPWL | `303.1 um` |
| Final Hold Fails | `0` |
| Period utilization | `0.8186` |
| Most frequent cells in the layout | `inv_1, nor2b_1, clkbuf_4, dfstp_2` |
| DRC | `0` |
| Ys cells | `20` |
| Clock latency on the worst-skew pair | `around 0.23 ns` |
| Max VDD drop | `between 500 and 600 uV` |
| DIE HEIGHT | `80 um` |
| Yosys top cell by area | `dfstp_2` |
| Antenna-violating nets left | `0` |
| DRT iter0 DRCs | `1` |
| Vias after detailed routing | `roughly 150` |
| Max frequency | `between 700 and 800 MHz` |
| Fill cells | `between 400 and 500` |
| Synthesized cell area | `around 220 um2` |
| FF-to-FF End | `out[2]$_DFFE_PP1N_` |
| I/O Pins | `3` |
| Max Slew Vio Count | `0` |
| Minimum clock period | `1.392 ns` |
| Min-delay src | `fout$_DFFE_PP0P_` |
| Die width | `80 um` |
| Reg2reg setup slack | `0.50 ns` |
| # H-tree levels | `1` |
| Slew headroom | `0.8412` |
| Reg clk slew, reported paths | `~0.040 ns` |
| Worst EP required | `between 1 and 1.5 ns` |
| P&R area growth vs syn | `47.16%` |
| Critical path type | `reg2out` |
| Core Region | `3416 um2` |
| Avg WL per Cell | `~5.2 um` |
| Top cells, area | `dfstp_2, dfrtp_1, ha_1, nor2b_1, nor3b_2` |
| Cell family with most CP delay | `buffers and inverters` |
| P_leak | `about 0.00013 uW` |
| Via/cell ratio | `just over 2` |
| WP data arrival | `roughly 1.1 ns` |
| Setup_tns | `0 ns` |
| Hold Path Class | `reg2reg` |
| Max-cap viol count | `0` |
| Final Core Density | `0.09487` |
| Post-Layout Cell Count | `between 70 and 80` |
| Critical path launch point type | `flip-flop` |
| CP max-delay cell | `clkdlybuf4s50_1` |
| YS chip area | `between 200 and 250 um2` |
| CTS max path bufs | `2` |
| Final clock skew | `between 0.007 and 0.008 ns` |
| Final hold slack | `approximately 0.46 ns` |
| Routed wire length | `372 um` |
| CP Buf/Inv Count | `1` |
| Top cell area share | `0.3580` |
| Post-Syn Instances | `20` |
| Max FO, Critical Path | `2` |
| Reg2reg path depth | `4` |
| TritonCTS buffer count | `3` |
| GRT Overall Usage | `0.01368` |
| Worst setup EP type | `primary output` |
| Distinct lib cells used | `13` |
| Num rows | `21` |
-- area by class of cell --
type | count | area [um2] | area share
multi-input combinational | 13 | 105.1 | 0.3243
sequential | 4 | 103.9 | 0.3205
tap | 46 | 57.56 | 0.1776
clock buffer | 4 | 26.28 | 0.08108
timing repair buffer | 2 | 20.02 | 0.06178
inverter | 3 | 11.26 | 0.03475
-- synthesized netlist by cell type --
cell      count
dfstp_2       3
inv_1         3
nor2b_1       3
ha_1          2
a21oi_1       1
a31oi_1       1
dfrtp_1       1
nand2_1       1
nand2b_1      1
nor3b_2       1
o21ba_1       1
o22a_1        1
xor2_1        1
-- cell families (layout without fill, tap and decap cells) --
family,after synthesis,after routing,share of synthesized area
DFF,4,4,0.4716
adders and majority gates,2,2,0.1136
and+or+nand+nor,6,6,0.1875
AOI/OAI and AO/OA,4,4,0.1364
xor gates and xnor gates,1,1,0.03978
buffers and inverters,3,9,0.05113
-- sequential cells by signal, summed over array words and instances (netlist names) --
| name | count |
|---|---|
| fout | 1 |
| out | 3 |
-- how the worst max path moves through the flow --
stage	from	end	slack, ns	cells past startpoint
after global routing	fout$_DFFE_PP0P_	fout	0.25	1
after CTS	fout$_DFFE_PP0P_	fout	0.29	1
final	fout$_DFFE_PP0P_	fout	0.31	1
-- power breakdown --
group          switching [uW]  internal (uW)
clock network            37.2           87.9
logic                    52.3           78.4
registers                28.9            158
total                     118            324
-- stage by stage --
stage	setup slack (ns)	total power, uW	cell area [um2]
final	0.3083	442.6	324.1
after global routing	0.2502	493.6	324.1
after CTS	0.2855	454.4	324.1
after detailed placement	0.2989	323.1	297.8
after global placement	0.3240	316.3	297.8
after floorplan	0.5295	272.2	220.2
-- routing by layer --
metal	part of all wire	vias up	GRT usage	wire length (um)
met4	0.051	0	0.008803	19
met2	0.44	1	0.01685	163
met5	0	-	0	0
met1	0.47	69	0.01534	173
li1	-	76	-	-
met3	0.040	2	0.01136	15
Power and IR drop assume default switching activity.
